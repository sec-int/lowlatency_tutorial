==> flow/design.v <==
module  mixt  ( a , y ) ;
input    [0:63]  a  ;
output   [0:63]  y  ;
wire     [0:63]  coef1  [0:63] ;
assign  coef1[00] = 64'b0000100010001000000000000000000000000000000000000000000000000000 ;
assign  coef1[01] = 64'b0100000001000100000000000000000000000000000000000000000000000000 ;
assign  coef1[02] = 64'b0010001000000010000000000000000000000000000000000000000000000000 ;
assign  coef1[03] = 64'b0001000100010000000000000000000000000000000000000000000000000000 ;
assign  coef1[04] = 64'b1000100010000000000000000000000000000000000000000000000000000000 ;
assign  coef1[05] = 64'b0000010001000100000000000000000000000000000000000000000000000000 ;
assign  coef1[06] = 64'b0010000000100010000000000000000000000000000000000000000000000000 ;
assign  coef1[07] = 64'b0001000100000001000000000000000000000000000000000000000000000000 ;
assign  coef1[08] = 64'b1000100000001000000000000000000000000000000000000000000000000000 ;
assign  coef1[09] = 64'b0100010001000000000000000000000000000000000000000000000000000000 ;
assign  coef1[10] = 64'b0000001000100010000000000000000000000000000000000000000000000000 ;
assign  coef1[11] = 64'b0001000000010001000000000000000000000000000000000000000000000000 ;
assign  coef1[12] = 64'b1000000010001000000000000000000000000000000000000000000000000000 ;
assign  coef1[13] = 64'b0100010000000100000000000000000000000000000000000000000000000000 ;
assign  coef1[14] = 64'b0010001000100000000000000000000000000000000000000000000000000000 ;
assign  coef1[15] = 64'b0000000100010001000000000000000000000000000000000000000000000000 ;
assign  coef1[16] = 64'b0000000000000000100010001000000000000000000000000000000000000000 ;
assign  coef1[17] = 64'b0000000000000000000001000100010000000000000000000000000000000000 ;
assign  coef1[18] = 64'b0000000000000000001000000010001000000000000000000000000000000000 ;
assign  coef1[19] = 64'b0000000000000000000100010000000100000000000000000000000000000000 ;
assign  coef1[20] = 64'b0000000000000000100010000000100000000000000000000000000000000000 ;
assign  coef1[21] = 64'b0000000000000000010001000100000000000000000000000000000000000000 ;
assign  coef1[22] = 64'b0000000000000000000000100010001000000000000000000000000000000000 ;
assign  coef1[23] = 64'b0000000000000000000100000001000100000000000000000000000000000000 ;
assign  coef1[24] = 64'b0000000000000000100000001000100000000000000000000000000000000000 ;
assign  coef1[25] = 64'b0000000000000000010001000000010000000000000000000000000000000000 ;
assign  coef1[26] = 64'b0000000000000000001000100010000000000000000000000000000000000000 ;
assign  coef1[27] = 64'b0000000000000000000000010001000100000000000000000000000000000000 ;
assign  coef1[28] = 64'b0000000000000000000010001000100000000000000000000000000000000000 ;
assign  coef1[29] = 64'b0000000000000000010000000100010000000000000000000000000000000000 ;
assign  coef1[30] = 64'b0000000000000000001000100000001000000000000000000000000000000000 ;
assign  coef1[31] = 64'b0000000000000000000100010001000000000000000000000000000000000000 ;
assign  coef1[32] = 64'b0000000000000000000000000000000010001000100000000000000000000000 ;
assign  coef1[33] = 64'b0000000000000000000000000000000000000100010001000000000000000000 ;
assign  coef1[34] = 64'b0000000000000000000000000000000000100000001000100000000000000000 ;
assign  coef1[35] = 64'b0000000000000000000000000000000000010001000000010000000000000000 ;
assign  coef1[36] = 64'b0000000000000000000000000000000010001000000010000000000000000000 ;
assign  coef1[37] = 64'b0000000000000000000000000000000001000100010000000000000000000000 ;
assign  coef1[38] = 64'b0000000000000000000000000000000000000010001000100000000000000000 ;
assign  coef1[39] = 64'b0000000000000000000000000000000000010000000100010000000000000000 ;
assign  coef1[40] = 64'b0000000000000000000000000000000010000000100010000000000000000000 ;
assign  coef1[41] = 64'b0000000000000000000000000000000001000100000001000000000000000000 ;
assign  coef1[42] = 64'b0000000000000000000000000000000000100010001000000000000000000000 ;
assign  coef1[43] = 64'b0000000000000000000000000000000000000001000100010000000000000000 ;
assign  coef1[44] = 64'b0000000000000000000000000000000000001000100010000000000000000000 ;
assign  coef1[45] = 64'b0000000000000000000000000000000001000000010001000000000000000000 ;
assign  coef1[46] = 64'b0000000000000000000000000000000000100010000000100000000000000000 ;
assign  coef1[47] = 64'b0000000000000000000000000000000000010001000100000000000000000000 ;
assign  coef1[48] = 64'b0000000000000000000000000000000000000000000000000000100010001000 ;
assign  coef1[49] = 64'b0000000000000000000000000000000000000000000000000100000001000100 ;
assign  coef1[50] = 64'b0000000000000000000000000000000000000000000000000010001000000010 ;
assign  coef1[51] = 64'b0000000000000000000000000000000000000000000000000001000100010000 ;
assign  coef1[52] = 64'b0000000000000000000000000000000000000000000000001000100010000000 ;
assign  coef1[53] = 64'b0000000000000000000000000000000000000000000000000000010001000100 ;
assign  coef1[54] = 64'b0000000000000000000000000000000000000000000000000010000000100010 ;
assign  coef1[55] = 64'b0000000000000000000000000000000000000000000000000001000100000001 ;
assign  coef1[56] = 64'b0000000000000000000000000000000000000000000000001000100000001000 ;
assign  coef1[57] = 64'b0000000000000000000000000000000000000000000000000100010001000000 ;
assign  coef1[58] = 64'b0000000000000000000000000000000000000000000000000000001000100010 ;
assign  coef1[59] = 64'b0000000000000000000000000000000000000000000000000001000000010001 ;
assign  coef1[60] = 64'b0000000000000000000000000000000000000000000000001000000010001000 ;
assign  coef1[61] = 64'b0000000000000000000000000000000000000000000000000100010000000100 ;
assign  coef1[62] = 64'b0000000000000000000000000000000000000000000000000010001000100000 ;
assign  coef1[63] = 64'b0000000000000000000000000000000000000000000000000000000100010001 ;
genvar  i ;
generate
  for  ( i  =  0 ;  i  <  64 ;  i  =  i + 1 )
    begin  :  mixt
       assign  y[i] = ^ ( a & coef1[i] ) ;      
    end
endgenerate
endmodule
==> flow/run.sh <==
#!/bin/bash
# OpenROAD 26Q1-2900-gdf79404cd8, Yosys 0.63+post, stock flow scripts
make -C /OpenROAD-flow-scripts/flow DESIGN_CONFIG=/design/flow/config.mk WORK_HOME=/design/flow/orfs finish
==> flow/config.mk <==
export PLATFORM = sky130hd
export DESIGN_NAME = mixt
export DESIGN_NICKNAME = mixt
export VERILOG_FILES = /design/flow/design.v
export SDC_FILE = /design/flow/constraint.sdc
export NUM_CORES = 4
export LEC_CHECK = 1
export CORE_UTILIZATION = 30
export SYNTH_HDL_FRONTEND = slang
==> flow/constraint.sdc <==
current_design mixt

set clk_period 1.2
set clk_io_pct 0.2

create_clock -name clk0 -period $clk_period

set non_clock_inputs [all_inputs -no_clocks]
set_input_delay [expr $clk_period * $clk_io_pct] -clock clk0 $non_clock_inputs
set_output_delay [expr $clk_period * $clk_io_pct] -clock clk0 [all_outputs]
==> metrics.yaml <==
status: "complete, no violations"
dr.pass1.iters: 4
seq_area_um2: 0
layout_top_cells: "buf_2, xor3_4, xor3_1, buf_6, buf_4"
fp-row-count: 26
hold_path_class: "primary input to output pin"
post-cts-setup-buffer-count: 0
die-width_um: 76.0
synth_cell_types: 2
top_logic_kind: "XOR/XNOR gates"
die_area_um2: 5770
hold_violations: 0
ys_area_um2: 1640
cp.arrival_ns: 0.95
overflow: 0
drt_first_iter_violations: 13
routed_wl_um: 3630
fp.dieH_um: 76.0
core_um2: 5170
yosysCellCount: 64
clkbuf_count: 0
antenna_cells_inserted: 0
simple_gate_share_pct: 0
worstMarginPinSlew_ns: 0.0973
viasPerCell: 4.14
comb_area_um2: 1640
syn_avg_cell_area_um2: 25.6
start_kind: "primary input"
ys_seq_share_pct: 0
drive_gt1_share_pct: 82.0
grt_max_degree: 4
max_freq_mhz: 838
grt_first_pass_wirelength_um: 6060
area_leaders: "xor3_4, xor3_1"
area_growth_pct: 66.2
xor_share_pct: 100
worstPathRequired_ns: 0.96
rsz0062_at_grt: "yes"
ir_drop_v: 0.000223
power.leakage_nw: 1.67
endpoint_kind: "output pin"
slew-limit-headroom_pct: 93.5
grt_usage_pct: 13.1
log.warning_count: 34
ys.warnings.count: 0
cap_violations: 0
dr_total_vias: 1139
worst_slack_ns: 0.00601
crit_type: "primary input to output pin"
fillers: 437
pre_cts_slack_ns: -0.741
grt_pass1_vias: 1181
drtAntennaViolNets: 0
layout_top_cell: "buf_2"
synth.mux.area_fraction_pct: 0
routedWlPerCell_um: 13.2
antenna_found_initial: 0
fin_util_pct: 52.8
setup_violations: 0
powerDensity_nw_per_um2: 481
syn_area_um2: 1640
seq_cells: 0
synthCells: 64
pin_count: 128
floorplan.core_util_pct: 31.7
synth-compound-area-share_pct: 0
cp_max_fo: 3
yosysTopAreaCell: "xor3_4"
adder_share_pct: 0
gp_congestion: 0.806
final_max_slew_viol_count: 0
period_minus_slack_ns: 1.19
min_period_over_period_pct: 99.5
top_cell_area_share_pct: 53.7
place_hpwl_um: 3040
portBuffers: 128
drc_errors: 0
stage by stage:
| stage | hold slack (ns) | std cells | area (um2) | total power, mW | setup TNS, ns |
|---|---|---|---|---|---|
| 6_report | 0.774 | 275 | 2730 | 1.31 | 0 |
| 3_5_place_dp | 1.55 | 275 | 3110 | 1.63 | -43.49 |
| 5_1_grt | 0.787 | 275 | 2730 | 1.40 | -0.0142 |
| 2_1_floorplan | 0.566 | 64 | 1640 | 0.634 | 0 |
| 4_1_cts | 0.774 | 275 | 2710 | 1.31 | -0.000573 |
| 3_3_place_gp | 1.54 | 275 | 3110 | 1.62 | -42.92 |
synthesized netlist by cell type:
cell type and count:
xor3_4 32, xor3_1 32
what timing repair did:
action / 4_1_cts / 5_1_grt
hold buffers: 0 / 0
setup endpoints to repair: 64 / 30
resized: 471 / 26
pin swaps: 46 / 24
where the power goes:
group | switching, mW | total [mW] | internal (mW) | leakage, nW
Combinational | 0.268 | 1.31 | 1.04 | 1.67
Sequential | 0 | 0 | 0 | 0
Clock | 0 | 0 | 0 | 0
Total | 0.268 | 1.31 | 1.04 | 1.67
final timing paths:
path / startpoint / endpoint / slack (ns) / depth (start not counted)
setup / recovery: a[57] / y[49] / 0.006 / 3
hold / removal: a[59] / y[51] / 0.77 / 3
worst max-delay path, cell delays in order:
cell	delay, ns
buf_2	0.11
xor3_4	0.47
buf_2	0.14
metal layers:
| layer | global-route usage, % | share of wire (%) | vias to the layer above |
|---|---|---|---|
| li1 | - | - | 539 |
| met1 | 19.1 | 40 | 544 |
| met2 | 23.1 | 53 | 54 |
| met3 | 1.70 | 6.2 | 2 |
| met4 | 0.577 | 0.58 | 0 |
| met5 | 0 | 0 | - |
layout make-up:
cell class                 instances  area share [%]
timing repair buffer             141            36.6
tap                               70            3.21
multi-input combinational         64            60.2
cell families after synthesis:
| family | after synthesis |
|---|---|
| xor gates and xnor gates | 64 |
Power and IR drop assume default switching activity.
