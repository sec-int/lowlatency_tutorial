==> ./design.v <==
module  comb  ( sp , kp , cnt , r0 , sn , kn ) ;
input   [0:63]  sp  ;  
input   [0:79]  kp  ;  
input   [0:4]   cnt ;  
input           r0  ;  
output  [0:63]  sn  ;  
output  [0:79]  kn  ;  
wire    [0:63]  ssb ;  
wire    [0:63]  ssp ;  
wire    [0:63]  sss ;  
wire    [0:79]  kkr ;  
wire    [0:79]  kks ;  
sboxes  sb ( .a(sp) , .y(ssb) ) ;
perm  pm ( .inp(ssb) , .out(ssp) ) ;
assign  sss  =  r0  ?  sp  :  ssp ;
kr  kmod  ( .kinp(kp) , .cnt(cnt) , .kout(kkr) ) ;
assign  kks  =  r0  ?  kp  :  kkr ;
assign  sn  =  sss  ^  kks[0:63] ;
assign  kn  =  kks ;
endmodule
module  control  ( sta , ck , rn , r0 , cnt , act , rdy ) ;
input           sta    ;   
input           ck     ;   
input           rn     ;   
output          r0     ;   
output  [0:4]   cnt    ;   
output          act    ;   
output          rdy    ;   
reg     [0:4]   cnt_ps ;   
wire    [0:4]   cnt_ns ;   
wire            r31    ;   
reg             act_ps ;   
wire            act_ns ;   
reg             rdy    ;   
assign  cnt_ns  =  sta  ?  0  :  ( act ? cnt_ps+1 : cnt_ps ) ;
always  @ ( posedge ck  or  negedge rn )
  if  ( !rn )  cnt_ps  <=  0 ;
  else         cnt_ps  <=  cnt_ns ;
assign  cnt  =  cnt_ps ;
assign  r0   =  ( cnt_ps == 0  ) ;
assign  r31  =  ( cnt_ps == 31 ) ;
assign  act_ns  =  sta  ?  1  :  ( r31 ? 0 : act_ps ) ;
always  @ ( posedge ck  or  negedge rn )
  if  ( !rn )  act_ps  <=  0 ;
  else         act_ps  <=  act_ns ;
assign  act  =  act_ps ;
always  @ ( posedge ck  or  negedge rn )
  if  ( !rn )  rdy  <=  0 ;
  else         rdy  <=  r31 ;
endmodule
module  kr  ( kinp , cnt , kout ) ;
input   [0:79]  kinp ;
input   [0:4]   cnt  ;
output  [0:79]  kout ;
wire    [0:79]  krot ;
assign  krot  =  { kinp[61:79] , kinp[0:60] } ;
sbox  m00  ( .a(krot[0:3])  , .y(kout[0:3]) ) ;
assign  kout[60:64]  =  cnt  ^  krot[60:64] ;
assign  kout[4:59]   =  krot[4:59] ;
assign  kout[65:79]  =  krot[65:79] ;
endmodule
module  kreg  ( sta , act , inp , nxt , ck , rn , out ) ;
input   [0:79]  inp ;   
input   [0:79]  nxt ;   
input           act ;   
input           sta ;   
input           ck  ;   
input           rn  ;   
output  [0:79]  out ;   
reg     [0:79]  out ;   
always  @ ( posedge ck  or  negedge rn )
  if      ( !rn )  out  <=  0 ;
  else if ( sta )  out  <=  inp ;
  else if ( act )  out  <=  nxt ;
endmodule
module  perm  ( inp , out ) ;
input   [0:63]   inp ;   
output  [0:63]   out ;   
assign  out  =  { inp[00],inp[04],inp[08],inp[12],inp[16],inp[20],inp[24],inp[28], 
                  inp[32],inp[36],inp[40],inp[44],inp[48],inp[52],inp[56],inp[60], 
                  inp[01],inp[05],inp[09],inp[13],inp[17],inp[21],inp[25],inp[29], 
                  inp[33],inp[37],inp[41],inp[45],inp[49],inp[53],inp[57],inp[61], 
                  inp[02],inp[06],inp[10],inp[14],inp[18],inp[22],inp[26],inp[30], 
                  inp[34],inp[38],inp[42],inp[46],inp[50],inp[54],inp[58],inp[62], 
                  inp[03],inp[07],inp[11],inp[15],inp[19],inp[23],inp[27],inp[31], 
                  inp[35],inp[39],inp[43],inp[47],inp[51],inp[55],inp[59],inp[63] } ;
endmodule
module  present  ( sta , inp , key , ck , rn , rdy , out ) ;
input             sta ;   
input   [0:63]    inp ;   
input   [0:79]    key ;   
input             ck  ;   
input             rn  ;   
output            rdy ;   
output  [0:63]    out ;   
wire              r0  ;   
wire              act ;   
wire    [0:4]     cnt ;   
wire    [0:63]   sout ;   
wire    [0:63]   snxt ;   
wire    [0:79]   kout ;   
wire    [0:79]   knxt ;   
control  u_control  (
  .sta ( sta ) ,
  .ck  ( ck  ) ,
  .rn  ( rn  ) ,
  .r0  ( r0  ) ,
  .cnt ( cnt ) ,
  .act ( act ) ,
  .rdy ( rdy )
) ;
sreg  u_sreg  (
  .sta ( sta  ) ,
  .act ( act  ) ,
  .inp ( inp  ) ,
  .nxt ( snxt ) ,
  .ck  ( ck   ) ,
  .rn  ( rn   ) ,
  .out ( sout )
) ;
kreg  u_kreg  (
  .sta ( sta  ) ,
  .act ( act  ) ,
  .inp ( key  ) ,
  .nxt ( knxt ) ,
  .ck  ( ck   ) ,
  .rn  ( rn   ) ,
  .out ( kout )
) ;
comb  u_comb  (
  .sp  ( sout ) ,
  .kp  ( kout ) ,
  .cnt ( cnt  ) ,
  .r0  ( r0   ) ,
  .sn  ( snxt ) ,
  .kn  ( knxt )
) ;
assign  out  =  sout ;
endmodule
module  sbox  ( a , y ) ;
input   [0:3]  a ;   
output  [0:3]  y ;   
reg     [0:3]  y ;   
always  @ ( * )
  case  ( a )
 	  4'h0  :  y  =  4'hC ; 
    4'h1  :  y  =  4'h5 ; 
    4'h2  :  y  =  4'h6 ; 
    4'h3  :  y  =  4'hB ; 
    4'h4  :  y  =  4'h9 ;
    4'h5  :  y  =  4'h0 ; 
    4'h6  :  y  =  4'hA ; 
    4'h7  :  y  =  4'hD ; 
    4'h8  :  y  =  4'h3 ; 
    4'h9  :  y  =  4'hE ; 
    4'hA  :  y  =  4'hF ; 
    4'hB  :  y  =  4'h8 ; 
    4'hC  :  y  =  4'h4 ; 
    4'hD  :  y  =  4'h7 ; 
    4'hE  :  y  =  4'h1 ; 
    4'hF  :  y  =  4'h2 ;
  endcase
endmodule
module  sboxes  ( a , y ) ;
input   [0:63]  a ;   
output  [0:63]  y ;   
wire    [0:3]  ba  [0:15] ;   
wire    [0:3]  by  [0:15] ;   
assign  ba[0]   =  a[0:3] ;
assign  ba[1]   =  a[4:7] ;
assign  ba[2]   =  a[8:11] ;
assign  ba[3]   =  a[12:15] ;
assign  ba[4]   =  a[16:19] ;
assign  ba[5]   =  a[20:23] ;
assign  ba[6]   =  a[24:27] ;
assign  ba[7]   =  a[28:31] ;
assign  ba[8]   =  a[32:35] ;
assign  ba[9]   =  a[36:39] ;
assign  ba[10]  =  a[40:43] ;
assign  ba[11]  =  a[44:47] ;
assign  ba[12]  =  a[48:51] ;
assign  ba[13]  =  a[52:55] ;
assign  ba[14]  =  a[56:59] ;
assign  ba[15]  =  a[60:63] ;
sbox  m00  ( .a(ba[0])  , .y(by[0])  ) ;
sbox  m01  ( .a(ba[1])  , .y(by[1])  ) ;
sbox  m02  ( .a(ba[2])  , .y(by[2])  ) ;
sbox  m03  ( .a(ba[3])  , .y(by[3])  ) ;
sbox  m04  ( .a(ba[4])  , .y(by[4])  ) ;
sbox  m05  ( .a(ba[5])  , .y(by[5])  ) ;
sbox  m06  ( .a(ba[6])  , .y(by[6])  ) ;
sbox  m07  ( .a(ba[7])  , .y(by[7])  ) ;
sbox  m08  ( .a(ba[8])  , .y(by[8])  ) ;
sbox  m09  ( .a(ba[9])  , .y(by[9])  ) ;
sbox  m10  ( .a(ba[10]) , .y(by[10]) ) ;
sbox  m11  ( .a(ba[11]) , .y(by[11]) ) ;
sbox  m12  ( .a(ba[12]) , .y(by[12]) ) ;
sbox  m13  ( .a(ba[13]) , .y(by[13]) ) ;
sbox  m14  ( .a(ba[14]) , .y(by[14]) ) ;
sbox  m15  ( .a(ba[15]) , .y(by[15]) ) ;
assign  y  =  { by[0]  , by[1]  , by[2]  , by[3]  ,
                by[4]  , by[5]  , by[6]  , by[7]  ,
                by[8]  , by[9]  , by[10] , by[11] ,
                by[12] , by[13] , by[14] , by[15] } ;
endmodule
module  sreg  ( sta , act , inp , nxt , ck , rn , out ) ;
input   [0:63]  inp ;   
input   [0:63]  nxt ;   
input           act ;   
input           sta ;   
input           ck  ;   
input           rn  ;   
output  [0:63]  out ;   
reg     [0:63]  out ;   
always  @ ( posedge ck  or  negedge rn )
  if      ( !rn )  out  <=  0 ;
  else if ( sta )  out  <=  inp ;
  else if ( act )  out  <=  nxt ;
endmodule
==> ./run.sh <==
#!/bin/bash
# OpenROAD 26Q1-2900-gdf79404cd8, Yosys 0.63+post, stock flow scripts
make -C /OpenROAD-flow-scripts/flow DESIGN_CONFIG=/design/flow/config.mk WORK_HOME=/design/flow/orfs finish
==> ./config.mk <==
export PLATFORM = sky130hd
export DESIGN_NAME = present
export DESIGN_NICKNAME = present
export VERILOG_FILES = /design/flow/design.v
export SDC_FILE = /design/flow/constraint.sdc
export NUM_CORES = 4
export LEC_CHECK = 1
export CORE_UTILIZATION = 30
export SYNTH_HDL_FRONTEND = slang
==> ./constraint.sdc <==
current_design present

set clk_period 13.2
set clk_io_pct 0.2

create_clock -name clk0 -period $clk_period [get_ports {ck}]

set non_clock_inputs [all_inputs -no_clocks]
set_input_delay [expr $clk_period * $clk_io_pct] -clock clk0 $non_clock_inputs
set_output_delay [expr $clk_period * $clk_io_pct] -clock clk0 [all_outputs]
==> flow_summary_export.csv <==
group,metric,value,unit
outcome,outcome,"finished, final reports clean",
critical_path,max_stage_delay,0.76,ns
timing,rsz0062_at_grt,"false",
layout,stdcell_count,2029,
placed_design,hpwl,31.02,mm
critical_path,critical_path_arrival,5.21,ns
yosys,synth_top_cell_by_count,"o21ai_0",
yosys,ys_async_sr_fraction,1.000,
clocking,postCtsHoldBufs,0,
timing,max_freq,205.6,MHz
yosys,synth-seq-cells,151,
yosys,synth.distinct_cells,61,
clocking,cts_sinks,151,
critical_path,crit_path_end_kind,"flop",
global_route,antenna_found_initial,0,
yosys,common_cells,"o21ai_0, nand2_1, dfrtp_1",
clocking,htreeDepth,4,
layout,drive_gt1_frac,0.06449,
timing,hold_ws,0.6218,ns
worst_hold_path,hold_path_class,"reg -> reg",
yosys,syn_avg_cell_area,8.919,um2
critical_path,path_max_fanout,129,
global_route,grt_busiest_layer,"met1",
flow_run,tool_warnings,111,
yosys,syn_area,0.01212,mm2
placed_design,placed_area,0.01444,mm2
routing,drc,0,
power,leakagePower,6.529,nW
clocking,tritoncts,"done",
routing,vias,10480,
clocking,cts_resized,0,
timing,relSlewSlack,0.4532,
critical_path,cp.required,13.55,ns
routing,routed_wl,41.89,mm
power,power,0.002314,W
routing,drtIter0Drc,849,
power,combPwrFrac,0.438,
yosys,yosys_warnings,0,
power,switchingPower,0.0009452,W
clocking,cts_inserted_buffers,17,
yosys,synth-main-ff-cell,"dfrtp_1",
floorplan,fp_util,0.3044,
critical_path,critPathSlowestCell,"buf_4",
placed_design,io_buffers,211,
global_route,use_met1,0.3107,
global_route,grt_use_met2,0.3026,
power,swShare,0.4085,
yosys,synth-edff-count,0,
floorplan,dieArea,0.04121,mm2
timing,finalSetupViolCount,0,
yosys,ys_seq_frac,0.3118,
power,ir_worst_vdd,0.09256,mV
timing,slew_violations,0,
routing,vias_per_cell,5.164,
timing,tightest_slew,0.8203,ns
global_route,grt_usage,0.2110,
global_route,grt_use_met3,0.07151,
timing,period_needed,4.864,ns
routing,dr.pass1.iters,5,
routing,antenna_left,0,
flow_run,cap_violations,0,
global_route,grt_pass1_wl,63.49,mm
clocking,cts.root.buffer_cell,"clkbuf_16",
routing,diodes,0,
floorplan,num_rows,73,
timing,skew,0.02176,ns
floorplan,fp.dieW,203,um
critical_path,reg2reg_from,"u_control.act",
yosys,netlist.area_leader.share,0.3118,
global_route,gr-total-overflow,0,
clocking,clk_path_buf_depth,2,
critical_path,crit_start,"sta",
worst_hold_path,hold_start,"u_kreg.out[74]",
yosys,yosys-stat-area,0.01212,mm2
power,seqPwrFrac,0.334,
clocking,clk_latency,0.45,ns
critical_path,path_class,"in -> reg",
timing,setup_tns,0,ns
clocking,clkTransAtPathRegs,0.08,ns
floorplan,ioPinCount,212,
yosys,syn-instance-count,1359,
critical_path,start_kind,"input port",
critical_path,path_cells,"clkbuf_8 > buf_4 > buf_4 > nor3_1 > a221oi_1",
placed_design,gp_congestion,0.8991,
critical_path,crit_top_cell,"buf_4",
layout,fin_area,0.01505,mm2
yosys,yosys.area.top_type,"dfrtp_1",
yosys,ys_cells,1359,
power,clkPwrFrac,0.229,
power,p_per_area,153.7,mW/mm2
routing,wl_per_cell,20.64,um
timing,final_hold_viol_count,0,
floorplan,dieHeight,203,um
power,p_int,0.001369,W
timing,post-route-period-util,0.3685,
floorplan,core,0.03982,mm2
global_route,grt_pass1_vias,10030,
placed_design,placed_cells,1997,
layout,area_delta_synth_final,24.21,%
yosys,yosys-top-cells-area,"dfrtp_1, ha_1, mux2i_1",
clocking,cts_setup_buffers,0,
global_route,grt_max_degree,130,
layout by cell type (no fill, tap or decap), types with 11 or more instances in the layout:
cell	count
mux4_2	32
xor2_1	31
a221oi_1	17
o21ai_0	171
dfrtp_1	150
o221ai_1	27
buf_4	11
inv_1	88
a21oi_1	28
ha_1	103
clkdlybuf4s50_1	209
nand3_1	50
nor3_1	38
nor3b_1	16
mux2i_1	104
clkbuf_16	17
nor2b_1	11
xnor2_1	38
nand2_1	164
nor2_1	65
o21ai_1	14
power groups by stage:
stage	clock, W	sequential (W)	combinational [W]
after CTS	0.000536	0.000771	0.00102
after global routing	0.000555	0.000799	0.00112
final	0.000529	0.000772	0.00101
path summary, 6_finish.rpt:
path / endpoint / slack, ns / cells past startpoint
setup / recovery: u_sreg.out[8] / 8.34 / 5
hold / removal: u_kreg.out[13] / 0.62 / 2
setup reg to reg: u_sreg.out[56] / 9.55 / 5
hold reg to reg: u_kreg.out[13] / 0.62 / 2
max in group asynchronous: u_control.act / 9.83 / 2
min in group asynchronous: u_sreg.out[63] / 2.14 / 1
final cells by class:
type	instances	area, um2
fillers	3899	24770
well taps	525	656.9
clock buffers	18	439.2
flip-flops and latches	151	3782
repair buffers	222	2200
inverters	88	330.3
multi-input cells	1011	7471
clock inverters	14	175.2
critical path: cells and delay by family:
family / cells / cell delay (ns)
AND/OR/NAND/NOR: 1 / 0.14
AND-OR/OR-AND: 1 / 0.24
buffers and inverters: 3 / 2.03
stage by stage:
stage / setup WS, ns / utilization
global route: 8.080 / 0.3780
detailed placement: 7.969 / 0.3626
floorplan: 9.293 / -
finish: 8.336 / 0.3780
global placement: 8.017 / 0.3626
CTS: 8.412 / 0.3780
metal layers:
metal / up-vias / wire, um
li1: 5057 / -
met5: - / 0
met1: 4983 / 18710
met2: 398 / 18220
met4: 0 / 1209
met3: 40 / 3745
cell families after synthesis:
group,share of synthesized area
simple gates,0.1421
flops,0.3118
fa+ha+maj,0.1063
compound gates,0.1679
buf+inv,0.07206
xor+xnor,0.04986
mux,0.1500
registers in the layout, indices dropped and copies added (netlist names):
name and flops:
u_kreg.out 80, u_sreg.out 64, u_control.cnt 5, u_control.act 1, u_control.rdy 1
Power figures rest on the tool's default switching activity, not on a simulated workload.
