==> design.v <==
module  cntrl  ( st , act , s , cnt , clk ) ;
input          st  ;
input          clk ;
output         act ;
output  [0:1]  s   ;
output  [0:2]  cnt ;
reg     [0:5]  pst ;
reg     [0:5]  nst ;
always  @ ( * )
  casex  ( { st , pst } )
    { 1'b1 , 1'b? , 2'b?? , 3'b??? }  :  nst  =  { 1'b1 , 2'b11 , 3'b001 } ;
    { 1'b0 , 1'b1 , 2'b11 , 3'b001 }  :  nst  =  { 1'b1 , 2'b11 , 3'b010 } ;
    { 1'b0 , 1'b1 , 2'b11 , 3'b010 }  :  nst  =  { 1'b1 , 2'b11 , 3'b011 } ;
    { 1'b0 , 1'b1 , 2'b11 , 3'b011 }  :  nst  =  { 1'b1 , 2'b11 , 3'b100 } ;
    { 1'b0 , 1'b1 , 2'b11 , 3'b100 }  :  nst  =  { 1'b1 , 2'b10 , 3'bxxx } ;
    { 1'b0 , 1'b1 , 2'b10 , 3'b??? }  :  nst  =  { 1'b1 , 2'b00 , 3'b100 } ;
    { 1'b0 , 1'b1 , 2'b00 , 3'b100 }  :  nst  =  { 1'b1 , 2'b00 , 3'b011 } ;
    { 1'b0 , 1'b1 , 2'b00 , 3'b011 }  :  nst  =  { 1'b1 , 2'b00 , 3'b010 } ;
    { 1'b0 , 1'b1 , 2'b00 , 3'b010 }  :  nst  =  { 1'b1 , 2'b00 , 3'b001 } ;
    { 1'b0 , 1'b1 , 2'b00 , 3'b001 }  :  nst  =  { 1'b1 , 2'b00 , 3'b000 } ;
    { 1'b0 , 1'b1 , 2'b00 , 3'b000 }  :  nst  =  { 1'b0 , 2'bxx , 3'bxxx } ;
    default                           :  nst  =  { 1'b0 , 2'bxx , 3'bxxx } ;
  endcase
always  @ ( posedge clk )  pst  <=  nst ;
assign  act  =  st  ?  1'b1  :  pst[0] ;
assign  s  =  st  ?  2'b11  :  pst[1:2] ;
assign  cnt  =  st  ?  3'b000  :  pst[3:5] ;
endmodule
==> run.sh <==
#!/bin/bash
# OpenROAD 26Q1-2900-gdf79404cd8, Yosys 0.63+post, stock flow scripts
make -C /OpenROAD-flow-scripts/flow DESIGN_CONFIG=/design/flow/config.mk WORK_HOME=/design/flow/orfs finish
==> config.mk <==
export PLATFORM = sky130hd
export DESIGN_NAME = cntrl
export DESIGN_NICKNAME = cntrl
export VERILOG_FILES = /design/flow/design.v
export SDC_FILE = /design/flow/constraint.sdc
export NUM_CORES = 4
export LEC_CHECK = 1
export CORE_AREA = 10 10 70 70
export DIE_AREA = 0 0 80 80
export SYNTH_HDL_FRONTEND = slang
==> constraint.sdc <==
current_design cntrl

set clk_period 2.0
set clk_io_pct 0.2

create_clock -name clk0 -period $clk_period [get_ports {clk}]

set non_clock_inputs [all_inputs -no_clocks]
set_input_delay [expr $clk_period * $clk_io_pct] -clock clk0 $non_clock_inputs
set_output_delay [expr $clk_period * $clk_io_pct] -clock clk0 [all_outputs]
==> impl_results.rst <==
Run summary
-----------

.. list-table::
   :header-rows: 1

   * - Metric
     - Value
   * - Unrepaired setup endpoints after global routing
     - no
   * - Clock-pin slew reported for the worst setup and hold paths after clock tree synthesis
     - 0.05 ns
   * - Power Density
     - 602 nW/µm²
   * - Clock tree from TritonCTS
     - yes
   * - Max-capacitance violation count
     - 0
   * - Number of endpoints failing setup at the final stage
     - 0
   * - Sw Ratio
     - 0.251
   * - VDD IR max
     - 0.218 mV
   * - Die ar.
     - 6400 µm²
   * - Weighted congestion at the end of routability-driven global placement
     - 0.829
   * - Setup fix buffers added after clock tree synthesis
     - 0
   * - Relative contribution of the clock network to total power
     - 0.351
   * - Largest stage delay on the critical path
     - 0.42 ns
   * - Top non-seq family
     - simple AND/OR/NAND/NOR gates
   * - Critical Path RT
     - 1.60 ns
   * - First-pass GRT wire length
     - 1330 µm
   * - Data arrival time of the worst path
     - 1.40 ns
   * - Hold WC Path Type
     - flip-flop to flip-flop
   * - Asr flop ratio synth
     - 0
   * - Clock tree buffer depth
     - 2
   * - Horizontal die dimension
     - 80 µm
   * - Final wirelength
     - 841 µm
   * - Chain of cells forming the critical path
     - dlygate4sd2_1 > or2_1 > clkdlybuf4s50_1
   * - Clk sinks
     - 6
   * - DRC violation count after routing
     - 0
   * - Count of flip-flops with a built-in enable after synthesis
     - 0
   * - Share of the yosys chip area belonging to registers
     - 0.318
   * - Mean routed wirelength per cell
     - 8.85 µm
   * - Number of flip-flops and latches in the synthesized netlist
     - 6
   * - Biggest register
     - pst
   * - Detailed-placement wirelength estimate
     - 658 µm
   * - Initial core utilization
     - 0.111
   * - Tally of non-filler cells in the final layout
     - 95
   * - Setup Skew
     - 0.00588 ns
   * - Total power draw
     - 0.311 mW
   * - Number of cells produced by synthesis
     - 40
   * - Shortest period the worst path allows
     - 1.80 ns
   * - Worst reg2reg path startpoint
     - pst[0]
   * - Drt pass-1 iters
     - 4
   * - Xor+xnor area frac
     - 0.0464
   * - Yosys-reported design area after synthesis
     - 378 µm²
   * - Master of the slowest instance on the critical path
     - sky130_fd_sc_hd__clkdlybuf4s50_1
   * - Portion of netlist area occupied by mux cells
     - 0
   * - Remaining antenna violation count after routing
     - 0
   * - Inserted Clock Buffers
     - 3
   * - Registers with the highest flip-flop counts
     - pst x6
   * - Design Area, Final
     - 515 µm²
   * - Primary FF master, synth
     - sky130_fd_sc_hd__dfxtp_1
   * - Largest register FFs
     - 6
   * - Port-buffer cells
     - 7
   * - Kind of capture point of the worst setup path
     - output pin
   * - Filler instances
     - 402
   * - Antenna Cells
     - 0
   * - Height of the die
     - 80 µm
   * - FP Rows
     - 21
   * - Startpoint-to-endpoint class of the critical path
     - primary input to output pin
   * - Final worst path period share
     - 0.898
   * - Upper clock frequency limit
     - 557 MHz
   * - Yosys cell count
     - 40
   * - Total routing resource utilization after global routing
     - 0.0269
   * - Largest fanout on the critical path
     - 8
   * - Kind of start point of the critical path
     - primary input
   * - DRC marker count from the first detailed-route iteration
     - 22
   * - Number of instances in the placed design
     - 92
   * - Count of yosys warnings during synthesis
     - 0
   * - Part of the power in combinational logic
     - 0.173
   * - Headroom to the max-slew limit
     - 0.780
   * - CORE AREA
     - 3420 µm²
   * - Yosys aoi share
     - 0.136
   * - Fin. Hold Viols
     - 0
   * - Fraction of synthesized cell area taken by the top area cell type
     - 0.318
   * - Post-Synth Simple-Gate Area
     - 0.411
   * - Share of total power in sequential cells
     - 0.476
   * - Static leakage
     - 0.189 nW
   * - Synth Area in Adders
     - 0
   * - Total standard cell area after synthesis
     - 378 µm²
   * - Switching component of the power
     - 0.0781 mW
   * - Cell type contributing the most total cell area after synthesis
     - sky130_fd_sc_hd__dfxtp_1
   * - Relative area change from synthesis to final layout
     - 36.4%
   * - Via density
     - 3.45
   * - Top post-synthesis cells by area
     - sky130_fd_sc_hd__dfxtp_1 (32%), sky130_fd_sc_hd__nor4b_4 (6.3%), sky130_fd_sc_hd__buf_6 (6.0%)
   * - Number of warnings in the stage logs
     - 25
   * - Root Buffer Master
     - sky130_fd_sc_hd__clkbuf_4
   * - Status
     - complete, no violations
   * - Cell variety after synth
     - 24
   * - Slew at the pin with the worst max-slew slack
     - 0.330 ns
   * - Overall via count from detail_route
     - 328
   * - Final core area utilization
     - 0.151
   * - Via count of the first global-routing pass
     - 292
   * - Overflow left after global routing
     - 0
   * - Internal Pwr Total
     - 0.233 mW
   * - Number of antenna violations at the first check in global routing
     - 0
   * - Setup crit start
     - st
   * - Number of slew-limit violations in the final report
     - 0
   * - IO Count
     - 8
   * - CTS H-tree lvls
     - 1
   * - Hold Path Origin
     - pst[5]
   * - Synthesized area per cell
     - 9.45 µm²
   * - DP Area
     - 494 µm²
   * - Maximum number of pins on one net before global-route repair
     - 10
   * - Source-to-sink clock delay at the later pin of the worst-skew pair
     - 0.24 ns
   * - Fraction of layout cells with a size suffix above 1
     - 0.184
==> path summary, 6_finish.rpt <==
| check | cells after the start | slack, ns | to |
|---|---|---|---|
| min reg2reg | 2 | 0.58 | pst[3] |
| max reg2reg | 3 | 0.78 | pst[4] |
| max | 3 | 0.20 | s[1] |
| min | 2 | 0.58 | pst[3] |
==> placed cells by master (no fill, tap or decap), drive strengths merged <==
cell type | netlist | layout
nor3b | 1 | 1
nand2 | 2 | 2
clkdlybuf4s50 | 0 | 6
nor2b | 3 | 3
dfxtp | 6 | 6
o22ai | 1 | 1
nor2 | 2 | 2
and2b | 2 | 2
buf | 3 | 3
a311o | 1 | 1
a41o | 1 | 1
o2111ai | 1 | 1
nand2b | 1 | 1
and3b | 1 | 1
a211o | 1 | 1
nand3 | 4 | 4
nor4b | 2 | 2
o21bai | 1 | 1
dlygate4sd2 | 0 | 1
or2 | 3 | 3
xnor2 | 2 | 2
clkbuf | 1 | 3
or3b | 1 | 1
==> cell type report <==
| cell class | instances | area [µm²] | area share |
|---|---|---|---|
| Timing Repair Buffer | 10 | 91.3 | 0.177 |
| Clock buffer | 3 | 22.5 | 0.0437 |
| Tap cell | 46 | 57.6 | 0.112 |
| Multi-Input combinational cell | 30 | 224 | 0.434 |
| Sequential cell | 6 | 120 | 0.233 |
==> metrics by stage <==
| step | TNS [ns] | hold WS, ns | worst slack [ns] |
|---|---|---|---|
| floorplan | 0 | 0.530 | 0.819 |
| global placement | -0.132 | 0.571 | -0.0593 |
| detailed placement | -0.127 | 0.572 | -0.0704 |
| CTS | 0 | 0.580 | 0.176 |
| global route | 0 | 0.624 | 0.134 |
| finish | 0 | 0.578 | 0.204 |
==> power groups by stage <==
stage / Combinational [mW] / Clock [mW] / Sequential (mW)
after CTS: 0.0548 / 0.113 / 0.148
after global routing: 0.0588 / 0.122 / 0.150
final: 0.0537 / 0.109 / 0.148
==> cells in the mapped netlist (2+ instances only) <==
library cell / number
sky130_fd_sc_hd__and2b_1: 2
sky130_fd_sc_hd__or2_1: 3
sky130_fd_sc_hd__nand3_1: 4
sky130_fd_sc_hd__buf_6: 2
sky130_fd_sc_hd__nand2_1: 2
sky130_fd_sc_hd__xnor2_1: 2
sky130_fd_sc_hd__nor2b_1: 3
sky130_fd_sc_hd__dfxtp_1: 6
==> cells by family (layout without fill, tap and decap cells) <==
logic type / Yosys count / after routing
buf+inv: 4 / 13
compound gates: 6 / 6
xor+xnor: 2 / 2
simple gates: 22 / 22
flops: 6 / 6
==> per-layer routing <==
metal / track usage / share of wire / wire length, µm / vias up
met5: 0 / 0 / 0 / -
met4: 0 / 0 / 0 / 0
met3: 0.0295 / 0.19 / 159 / 0
met2: 0.0305 / 0.32 / 271 / 17
met1: 0.0348 / 0.49 / 411 / 147
li1: - / - / - / 164
==> worst max-delay path, delay by kind of cell <==
kind	cells	cell delay (ns)
and+or+nand+nor	1	0.27
buffers and inverters	2	0.73
==> what timing repair did <==
action                     CTS  global route
hold buffers                 0             0
gates resized                1             0
setup endpoints to repair    5             0
No activity file was given, so power comes from the tool's default toggle rates.
